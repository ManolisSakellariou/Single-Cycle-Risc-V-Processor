<file path="flow/config.mk">
export PLATFORM = sky130hd
export DESIGN_NAME = data_memory
export DESIGN_NICKNAME = data_memory
export VERILOG_FILES = /design/flow/design.v
export SDC_FILE = /design/flow/constraint.sdc
export NUM_CORES = 4
export LEC_CHECK = 1
export CORE_UTILIZATION = 30
export SYNTH_MEMORY_MAX_BITS = 65536
</file>
<file path="flow/constraint.sdc">
current_design data_memory

set clk_period 52.6
set clk_io_pct 0.2

create_clock -name clk0 -period $clk_period [get_ports {clk}]

set non_clock_inputs [all_inputs -no_clocks]
set_input_delay [expr $clk_period * $clk_io_pct] -clock clk0 $non_clock_inputs
set_output_delay [expr $clk_period * $clk_io_pct] -clock clk0 [all_outputs]
</file>
<file path="flow/design.v">
module data_memory(input clk, input we, input [31:0] address, input [31:0]wdata, output [31:0]rdata);
    reg [31:0] mem [0:255];
    integer i;
    initial begin
        for(i =0; i < 256; i=i+1) begin
            mem[i] = 32'd0;
        end
    end
    always@(posedge clk) begin
        if(we) mem[address[31:2]] <= wdata; 
    end
    assign rdata = mem[address[31:2]];
endmodule
</file>
<file path="flow/run.sh">
#!/bin/bash
# OpenROAD 26Q1-2900-gdf79404cd8, Yosys 0.63+post, stock flow scripts
make -C /OpenROAD-flow-scripts/flow DESIGN_CONFIG=/design/flow/config.mk WORK_HOME=/design/flow/orfs finish
</file>
==> flow_summary.ini <==
; yosys + openroad results
[drt]
dr.pass1.iters = 6
vias = 143508
antenna_left = 0
wl_um = 818000
vias_per_cell = 5.06
avgRoutedWirePerCell_um = 28.8
drtIter0Drc = 9512
drc = 0

[power_and_ir_drop]
vdd_drop_max_uv = 38.3
clock_power_share_pct = 40.9
seq_power_share_pct = 54.3
powerDensity_mw_per_mm2 = 37.1
internal_power_w = 0.0104
p_leak_nw = 107
power_w = 0.0133
swShare_pct = 21.5
pwr-share-comb_pct = 4.8
p_sw_w = 0.00285

[clock_network]
numCtsBuffers = 804
h-tree-depth = 6
postCtsResizedCells = 0
hold_buffers = 0
clock_path_buffers = 4
path_clk_slew_ps = 60
cts_setup_buffers = 0
cts_tree = yes
clockRootBuffer = clkbuf_16
clock_sinks = 8192

[job]
tool_warnings = 53
maxCapViolCount = 0

[logic_synthesis]
top_logic_kind = multiplexers
simple_gate_share_pct = 0.490
synthCells = 13055
yosysUniqueCellTypes = 21
syn_area_per_cell_um2 = 23.6
synth_stat.cells = 13055
yosys_area_mm2 = 0.308
edf_count = 8192
ys.flops = 8192
synth_top_area_share_pct = 79.8
syn_area_mm2 = 0.308
adder_share_pct = 0
top_area_cell = edfxtp_1
mux_area_share_pct = 15.0
ys_warn_count = 1
ys_sh_xor_pct = 0
ys_seq_share_pct = 79.8
yosys_most_used_dff = edfxtp_1
synth-compound-area-share_pct = 3.69
synthTopCellsByCount = edfxtp_1, mux4_2, a22oi_1
most_common_cell = edfxtp_1
topCellsByArea = edfxtp_1, mux4_2, a22oi_1
async_flop_share_pct = 0

[timing]
tightest_slew_ps = 1360
hold_ws_ps = 9720
setup_tns_ps = 0
finalCritPeriodShare_pct = 55.7
maxSlewViolCount = 0
fmax_mhz = 34.1
rsz0062_at_grt = false
max_slew_margin_pct = 8.61
setup-violations-final = 0
finalHoldViolations = 0
period_needed_ps = 29310

[floorplan]
core.rowCount = 372
dieWidth_um = 1020
dieArea_mm2 = 1.03
initial_core_util_pct = 30.1
num_io_pins = 98
die-height_um = 1020
core_area_mm2 = 1.03

[global_routing]
grt_pass1_vias = 160885
grt_pass1_wl_um = 1160000
grt_max_degree = 128
antenna_found_initial = 39
grt_util_all_layers_pct = 16.9
grt_overflow = 0

[placed_design]
place_inst = 26827
routabilityCongestion = 0.898
place.port_buffers = 73
place_hpwl_um = 463000

[hold_path]
hold_path_class = primary input to flip-flop

[layout]
final-instance-count-excl-fill = 28349
syn_to_final_growth_pct = 15.9
drive_gt1_share_pct = 29.7
largest_reg_flops = 8192

[setup_path]
cp-endpoint = rdata[15]
end_kind = output port
startpoint_type = primary input
startpoint = address[2]
path_max_fanout = 63
criticalPathCategory = primary input to output port
worstPathArrival_ps = 18790
required_ps = 42080

[outcome]
status = complete, no violations
==> how the worst min path moves through the flow <==
stage / end / startpoint / slack (ps) / depth (start not counted)
4_1_cts: mem[124][3]$_DFFE_PP_ / wdata[3] / 9630 / 1
6_report: mem[124][3]$_DFFE_PP_ / wdata[3] / 9720 / 1
5_1_grt: mem[125][3]$_DFFE_PP_ / wdata[3] / 9690 / 1
==> worst max-delay path, cell delays in order <==
cell             delay [ps]
buf_16                  320
buf_4                   590
buf_4                   650
buf_4                   630
buf_4                   670
buf_4                   520
buf_4                   620
buf_4                   660
mux4_2                  620
a22oi_1                 190
a21oi_1                 150
o41ai_2                 750
buf_4                   270
nand4_1                 690
clkdlybuf4s50_1         650
==> per-stage QoR <==
step                      setup slack, ps  util, %  cell area (um^2)
after floorplan                     29700        -            308000
after global placement              22830     32.4            332000
after detailed placement            22880     32.4            332000
after CTS                           22890     34.8            357000
after global routing                22640     34.8            357000
final                               23290     34.8            357000
==> metal layers <==
layer  up-vias  track usage (%)  wire, um
met1     73273             16.4    237000
met4        17             6.79     41900
li1      58819                -         -
met3      1347             14.6    153000
met5         -             1.15       667
met2     10052             25.3    385000
==> kinds of logic (layout without fill, tap and decap cells) <==
logic type	count (synthesis)	after routing
buf+inv	797	2396
simple gates	354	354
other cells	0	44
compound gates	1664	1664
flops	8192	8192
mux	2048	2048
==> power by group through the flow <==
stage	clock network, W	registers (W)	logic, W
6_report	0.00542	0.00720	0.000632
4_1_cts	0.00551	0.00720	0.000640
5_1_grt	0.00575	0.00720	0.000675
==> cell type report <==
| class | count | area (um^2) |
|---|---|---|
| Fill cell | 92381 | 668000 |
| Sequential cell | 8192 | 246000 |
| Multi-Input combinational cell | 4066 | 61800 |
| Clock buffer | 1031 | 21100 |
| Tap cell | 13651 | 17100 |
| Timing Repair Buffer | 917 | 7460 |
| Clock inverter | 447 | 3730 |
| Antenna cell | 44 | 110 |
| Inverter | 1 | 3.75 |
==> placed cells by master (no fill, tap or decap), types with 2 or more instances in the layout <==
cell type / synthesis / layout
edfxtp_1: 8192 / 8192
mux4_2: 2048 / 2048
a22oi_1: 1024 / 1024
buf_4: 21 / 828
clkbuf_16: 0 / 808
a21oi_1: 512 / 511
nor2_4: 0 / 228
clkbuf_1: 498 / 223
clkinv_1: 0 / 220
clkinv_2: 0 / 127
o41ai_2: 0 / 89
diode_2: 0 / 44
clkdlybuf4s50_1: 0 / 39
o41ai_1: 128 / 37
bufinv_16: 0 / 33
nand4_1: 32 / 32
buf_8: 0 / 32
nor3_2: 0 / 30
clkinv_16: 0 / 20
buf_12: 0 / 16
inv_16: 0 / 15
clkinv_8: 0 / 14
nand2_1: 28 / 12
nand2_2: 0 / 12
nand3_4: 0 / 8
inv_6: 0 / 8
clkinvlp_4: 0 / 8
nor2b_4: 0 / 4
nand2_4: 0 / 4
nand2b_1: 6 / 4
nor2_1: 232 / 4
nor2b_1: 7 / 3
nand3_1: 13 / 3
nand2b_4: 0 / 2
o41ai_4: 0 / 2
nand3_2: 0 / 2
buf_16: 0 / 2
No activity file was given, so power comes from the tool's default toggle rates.
