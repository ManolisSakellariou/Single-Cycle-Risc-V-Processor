### ./run.sh
#!/bin/bash
# OpenROAD 26Q1-2900-gdf79404cd8, Yosys 0.63+post, stock flow scripts
make -C /OpenROAD-flow-scripts/flow DESIGN_CONFIG=/design/flow/config.mk WORK_HOME=/design/flow/orfs finish
### ./config.mk
export PLATFORM = sky130hd
export DESIGN_NAME = instruction_memory
export DESIGN_NICKNAME = instruction_memory
export VERILOG_FILES = /design/flow/design.v
export SDC_FILE = /design/flow/constraint.sdc
export NUM_CORES = 4
export LEC_CHECK = 1
export CORE_AREA = 10 10 70 70
export DIE_AREA = 0 0 80 80
export SYNTH_MEMORY_MAX_BITS = 65536
### ./constraint.sdc
current_design instruction_memory

set clk_period 2.3
set clk_io_pct 0.2

create_clock -name clk0 -period $clk_period

set non_clock_inputs [all_inputs -no_clocks]
set_input_delay [expr $clk_period * $clk_io_pct] -clock clk0 $non_clock_inputs
set_output_delay [expr $clk_period * $clk_io_pct] -clock clk0 [all_outputs]
### ./design.v
module instruction_memory(input [31:0]adr, output [31:0]rdata);
    reg [31:0] instr_mem [0:128];
    integer i;
    initial begin
        instr_mem[0] = 32'h06400513;
        instr_mem[1] = 32'h00A00593;
        instr_mem[2] = 32'h00B52023;
        instr_mem[3] = 32'h01400593;
        instr_mem[4] = 32'h00B52223;
        instr_mem[5] = 32'h01E00593;
        instr_mem[6] = 32'h00B52423;
        instr_mem[7] = 32'h00000293;
        instr_mem[8] = 32'h00300313;
        instr_mem[9] = 32'h00030C63;
        instr_mem[10] = 32'h00052383;
        instr_mem[11] = 32'h007282B3;
        instr_mem[12] = 32'h00450513;
        instr_mem[13] = 32'hFFF30313;
        instr_mem[14] = 32'hFE0006E3;
        instr_mem[15] = 32'h004000EF;
        instr_mem[16] = 32'h00552623;
    end
    assign rdata = instr_mem[adr[31:2]];
endmodule
==> results.py <==
# Physical implementation metrics
metrics = {
    "pwr": {
        "p_comb_frac": 1.000,
        "clkPwrFrac": 0,
        "power_density_nw_per_um2": 164,
        "p_int_uw": 101,
        "p_sw_uw": 76.0,
        "power_uw": 177,
        "power_switching_share": 0.428,
        "ir_worst_vdd_mv": 0.0614,
        "leakage_uw": 0.000502,
        "seq_power_share": 0,
    },
    "yosys": {
        "synth_largest_type_area_fraction": 0.149,
        "ys_chip_area_um2": 556,
        "yosys-stat-cells": 86,
        "ys_seq_share": 0,
        "netlist_area_um2": 556,
        "avgSynthCellArea_um2": 6.46,
        "ys_top_cells_by_area": "buf_4 15%, ha_1 14%, a21oi_1 11%, nand2_1 7.4%, nand2b_1 5.6%",
        "common_cells": "12 x a21oi_1, 11 x buf_4, 11 x nand2_1, 6 x ha_1, 5 x nand2b_1",
        "synthMostInstantiatedCell": "a21oi_1",
        "synth_cell_types": 28,
        "largest_area_cell": "buf_4",
        "ys.warnings.count": 1,
        "synthCells": 86,
    },
    "route": {
        "dr.pass1.iters": 4,
        "viasPerCell": 4.22,
        "drc_errors": 0,
        "first_iter_violations": 78,
        "drt.antenna.violating_nets": 0,
        "num_vias": 721,
        "wirelength_um": 2150,
        "wire_per_inst_um": 12.6,
        "antennaDiodeCount": 0,
    },
    "final_timing": {
        "fin_setup_tns_ns": 0,
        "final-setup-viol-count": 0,
        "layout_setup_ws_ns": 0.0305,
        "slew_violations": 0,
        "min_period_ns": 2.27,
        "fin_crit_sh": 0.987,
        "fmax_mhz": 441,
        "final_hold_viol_count": 0,
        "holdWs_ns": 1.44,
        "rsz0062_at_grt": "yes",
    },
    "finish": {
        "areaGrowthSynthToFinish_pct": 94.6,
        "clkbuf_count": 0,
        "final_layout_size_suffix_gt1_frac": 0.360,
        "flop-count": 0,
        "regArea_um2": 0,
    },
    "placed_design": {
        "hpwlAfterDp_um": 1770,
        "io_buffer_count": 32,
        "dp_slack_ns": -0.598,
        "gp_congestion": 0.885,
    },
    "worst_setup_path": {
        "crit_type": "input port to output port",
        "cp_max_fo": 7,
        "cpPeakStageDelay_ns": 0.47,
        "crit_path_end_kind": "output port",
        "arrival_ns": 1.81,
        "slowest_stage": "clkdlybuf4s50_1",
        "start_kind": "input port",
        "cp_data_required_time_ns": 1.84,
        "crit_path_cell_trace": "dlygate4sd2_1 > buf_6 > nor2_4 > nand2_1 > a21oi_2 > clkdlybuf4s50_1",
    },
    "die": {
        "die_area_um2": 6400,
        "design.core.area_um2": 3420,
        "fp_util": 0.163,
        "die_width_um": 80,
        "io_pins": 64,
        "num_rows": 21,
        "die-height_um": 80,
    },
    "global_routing": {
        "grt_start_max_net_pins": 11,
        "grt_pass1_vias": 685,
        "overflow": 0,
        "groute.usage.overall": 0.0615,
        "grt_pass1_wl_um": 3280,
        "antenna_found_initial": 0,
    },
    "flow_run": {
        "tool_warnings": 65,
        "max-cap-violations": 0,
    },
    "min_path": {
        "hold_class": "input port to output port",
    },
    "run_status": {
        "status": "finished clean",
    },
}
## cell usage in the layout (no fill, tap or decap), drive strengths merged
cell            n
o211ai          3
inv             5
and2b           1
a31o            1
a22oi           1
and3            2
conb            5
clkdlybuf4s50  14
ha              6
a31oi           2
nor2            5
buf            21
o221ai          1
dlygate4sd2    10
and4b           1
dlymetal6s2s    5
xor2            1
nand2          11
a21oi          12
nand2b          5
and2            1
mux4            1
nor3            1
clkdlybuf4s15   3
nand3           3
o21ai           4
## final cells by class
| type | count | area, um2 |
|---|---|---|
| fillers | 353 | 2330 |
| multi-input cells | 67 | 505 |
| well taps | 46 | 57.6 |
| repair buffers | 53 | 497 |
| inverters | 5 | 21.3 |
## power by group through the flow
stage	sequential, uW	combinational, uW	clock (uW)
CTS	0	176	0
global route	0	196	0
finish	0	177	0
## path summary, 6_finish.rpt
| kind | startpoint | endpoint | slack, ns | depth (start not counted) |
|---|---|---|---|---|
| hold / removal | adr[5] | rdata[9] | 1.44 | 4 |
| setup / recovery | adr[4] | rdata[24] | 0.03 | 6 |
## kinds of logic after synthesis
logic type,Yosys count,synth area share
buf+inv,22,0.264
compound gates,24,0.252
simple gates,30,0.279
mux,1,0.0405
fa+ha+maj,6,0.135
xor+xnor,1,0.0158
other cells,2,0.0135
## per-layer routing
layer / up-vias / GRT usage / wire length (um)
met4: 0 / 0 / 0
met1: 344 / 0.0768 / 957
met2: 19 / 0.111 / 1030
met3: 0 / 0.0136 / 156
li1: 358 / - / -
met5: - / 0 / 0
## stage by stage
stage | cell area, um2 | instances | utilization
after floorplan | 567 | 89 | -
final | 1080 | 171 | 0.316
after global placement | 970 | 170 | 0.284
after detailed placement | 970 | 170 | 0.284
after global routing | 1080 | 171 | 0.316
after CTS | 1040 | 170 | 0.304
## timing repair
item	CTS	global route
pin swaps	8	3
gates cloned	0	0
resized	38	12
setup endpoints to repair	27	13
hold buffers	0	0
buffers inserted	0	1
hold endpoints to repair	0	0
## worst max-delay path, delay by kind of cell
family / cells / cell delay (ns)
and+or+nand+nor: 2 / 0.25
AOI/OAI and AO/OA: 1 / 0.14
buffers and inverters: 3 / 0.95
No activity file was given, so power comes from the tool's default toggle rates.
