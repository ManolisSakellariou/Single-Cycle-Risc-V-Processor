## design/flow/constraint.sdc

```tcl
current_design register_file

set clk_period 12.7
set clk_io_pct 0.2

create_clock -name clk0 -period $clk_period [get_ports {clk}]

set non_clock_inputs [all_inputs -no_clocks]
set_input_delay [expr $clk_period * $clk_io_pct] -clock clk0 $non_clock_inputs
set_output_delay [expr $clk_period * $clk_io_pct] -clock clk0 [all_outputs]
```

## design/flow/run.sh

```bash
#!/bin/bash
# OpenROAD 26Q1-2900-gdf79404cd8, Yosys 0.63+post, stock flow scripts
make -C /OpenROAD-flow-scripts/flow DESIGN_CONFIG=/design/flow/config.mk WORK_HOME=/design/flow/orfs finish
```

## design/flow/config.mk

```make
export PLATFORM = sky130hd
export DESIGN_NAME = register_file
export DESIGN_NICKNAME = register_file
export VERILOG_FILES = /design/flow/design.v
export SDC_FILE = /design/flow/constraint.sdc
export NUM_CORES = 4
export LEC_CHECK = 1
export CORE_UTILIZATION = 30
```

## design/flow/design.v

```verilog
module register_file(input clk, input we, input reset_rf, input [4:0]adr1, input [4:0]adr2, input [4:0]adr3, input [31:0]wdata, output [31:0] rd1, output [31:0] rd2);
    reg [31:0] rf [0:31];
    integer i;
    always@(posedge clk, posedge reset_rf) begin
        if(reset_rf) 
            for(i = 0; i < 32; i=i+1) begin
                rf[i] <= 0; 
            end
        else if(we) rf[adr3] <= wdata;
    end
    assign rd1 = rf[adr1];
    assign rd2 = rf[adr2];
endmodule
```

==> run summary <==
yosys + openroad results -> yosys cell count 4,395, Post-synth EDFFs 0, fmax 97.1 MHz, vias in the first global route 44,400, Die Wd 416 um, CTS resizes 0, row count 151, chip area 173,000 um2, Synth flops 1,024, total CTS buffers 110, Vias 45,400, Critical Path AT 7760 ps, Slew @ Worst Pin 1190 ps, async set-reset flop share out of synthesis 100%, CP Capture Type output port, Insertion Delay late pin 760 ps, status complete, no violations, largest net degree at the start of global routing 128, Mapped Avg Cell Area 11.7 um2, Final Max-Slew Violation Tally 0, H-tree Lvls 3, Placeable Area 170,000 um2, I/O Pins 114, Req. time, crit path 10,160 ps, Clk pwr share 38.7%, DPL Wire Length 171,000 um, FP Util 30.3%, GR Util All Layers 33.5%, slowest stage delay, CP 710 ps, yosys warns 2, DRC 0, critical path type input pin to output port, Primary FF master, synth dfrtp_1, hold_ws 529 ps, GRT overflow 0, Clock transition at path regs 60 ps, Slew HR 19.8%, Avg WL per Cell 42.1 um, dominant logic cell type in the layout mux2_2, max cap viols 0, routed vias/inst 6.73, Vert. Die Dim 416 um, initial antenna violation count 25, Logic pwr share 14.4%, Internal 6860 uW, chip area in the Yosys report 51,400 um2, PortBufs 113, final setup violation count 0, switching pwr 2800 uW, first-pass GRT wire length 385,000 um, Fin Clk Skew 0 ps, routed wl met3 46,100 um, Reg with most FFs rf, total wire length 285,000 um, Clock Sinks 1,024, Post-DP Area 55,900 um2, LEAKAGE 0.0257 uW, postcts setup bufs 0, CTS Hold Bufs 0, fin area 60,100 um2, endpoints failing hold 0, sw frac 29.0%, biggest regs rf (1024), OpenROAD warnings 47, Max Buffers Root-to-Sink 3, Netlist cell types 63, period utilisation layout 81.1%, worst ir drop on vdd 0.124 mV, critical path fanouts, max 31, post-route setup TNS 0 ps, Tot Pwr 9660 uW, CP most frequent cell buf_4, antenna viol nets, final 0, DR top layer met5, Worst Setup Start Kind input pin, Mapped Cells 4,395, Power per Cell Area 161 nW/um2, Area Growth Syn to Fin 17.1%, fin crit period 10,300 ps, worst min-delay path class flip-flop to flip-flop, Root Driver clkbuf_16, M1 WL 96,800 um, Seq share, synth 49.9%, Detailed Routing Iterations Pass 1 10, final core utilization 35.4%, Seq pwr share 46.9%, 1st-iter DRT viols 6,144, Largest register FFs 1,024, RSZ-0062 raised after global routing no, CTS tree built, Top Layout Cells mux2_2, dfrtp_1, a22oi_1, met2 wire len 114,000 um, crit path max-delay cell type a22oi_1, layout cell share with drive strength beyond 1 34.9%, placer congestion estimate 1.05, worst path cell trace buf_2, buf_4, or2_1, nor2_4, buf_4, a22oi_1, nand3_1, or4_1, o32a_1, clkdlybuf4s50_1, Mapped Area 51,400 um2
-- final cells by class --
type	count	area (um2)
flip-flops and latches	1024	25600
clock buffers	145	3190
clock inverters	64	1000
repair buffers	349	2940
multi-input cells	2934	24500
diodes	16	40.0
well taps	2218	2780
fillers	16400	110000
inverters	7	30.0
-- worst paths after layout --
check	slack [ps]	startpoint	cells past startpoint	end
setup / recovery	2400	adr2[4]	10	rd2[3]
hold / removal	530	rf[1][10]	1	rf[1][10]
setup reg to reg	11690	rf[16][3]	1	rf[16][3]
hold reg to reg	530	rf[1][10]	1	rf[1][10]
max in group asynchronous	7510	reset_rf	6	rf[0][12]
min in group asynchronous	2060	reset_rf	2	rf[29][0]
-- through the flow --
stage | std cells | setup slack, ps
3_5_place_dp | 6532 | 2750
2_1_floorplan | 4395 | -3950
6_report | 6757 | 2400
5_1_grt | 6745 | 2650
3_3_place_gp | 6532 | 2730
4_1_cts | 6741 | 2760
-- Yosys cell counts, types with 47 or more instances --
library cell / n / area share [%]
nand3_1: 54 / 0.53
clkbuf_1: 262 / 1.9
nor3_1: 73 / 0.71
mux2i_1: 47 / 0.92
mux2_2: 1031 / 23
dfrtp_1: 1024 / 50
buf_1: 66 / 0.48
nand2_1: 240 / 1.8
nand4_1: 90 / 1.1
nor2_1: 170 / 1.2
a21oi_1: 84 / 0.82
a22oi_1: 756 / 11
buf_2: 95 / 0.93
-- worst max-delay path: cells and delay by family --
family                 cells  cell delay, ps
AOI/OAI and AO/OA          2            1120
and+or+nand+nor            4            1950
buffers and inverters      4            1960
-- power groups by stage --
stage	logic [uW]	clock network, uW	registers (uW)
finish	1390	3740	4530
global route	1460	3860	4590
CTS	1370	3740	4500
-- cell families after synthesis --
logic type | count (synthesis) | share of synthesized area [%]
AND/OR/NAND/NOR | 776 | 7.31
multiplexers | 1084 | 23.7
AND-OR/OR-AND | 1074 | 15.6
flip-flops | 1024 | 49.9
buffers and inverters | 437 | 3.49
-- layer usage --
metal,vias to the layer above,track usage [%]
met5,-,0.695
met4,34,23.5
met1,22900,39.7
li1,16900,-
met3,1501,20.2
met2,4027,44.9
Power is estimated from default activity; no workload was simulated.
